**run.sh**
```bash
#!/bin/bash
# OpenROAD 26Q1-2900-gdf79404cd8, Yosys 0.63+post, stock flow scripts
make -C /OpenROAD-flow-scripts/flow DESIGN_CONFIG=/design/flow/config.mk WORK_HOME=/design/flow/orfs finish
```
**config.mk**
```make
export PLATFORM = sky130hd
export DESIGN_NAME = frequency_divider2
export DESIGN_NICKNAME = frequency_divider2
export VERILOG_FILES = /design/flow/design.v
export SDC_FILE = /design/flow/constraint.sdc
export NUM_CORES = 4
export LEC_CHECK = 1
export CORE_AREA = 10 10 111 111
export DIE_AREA = 0 0 121 121
```
**constraint.sdc**
```tcl
current_design frequency_divider2

set clk_period 4.2
set clk_io_pct 0.2

create_clock -name clk0 -period $clk_period [get_ports {clk}]

set non_clock_inputs [all_inputs -no_clocks]
set_input_delay [expr $clk_period * $clk_io_pct] -clock clk0 $non_clock_inputs
set_output_delay [expr $clk_period * $clk_io_pct] -clock clk0 [all_outputs]
```
**design.v**
```verilog
module frequency_divider2(clk,reset,clk_div);
input clk,reset;
output reg clk_div;
reg [31:0]count;
always@(posedge clk or negedge reset)
begin
    if(!reset)
    begin
        count <= 32'd0;
        clk_div <= 1'b0;
    end
    else
    begin
        if(count == 32'd6250000)
        begin
            count <= 32'd0;
            clk_div=~clk_div;
        end
        else
        begin
            count <= count + 32'd1;
        end
    end
end
endmodule
```
==> impl_metrics.ini <==
; yosys + openroad results
[run_status]
status = complete, no violations

[die]
core_area_mm2 = 0.009864
ios = 3
num_rows = 36
fp_util = 0.1730
die_x_um = 121
die_h_um = 121
die_area_mm2 = 0.01464

[yosys]
largest_area_cell = dfrtp_1
async_flop_share = 1.000
synth.avg_cell_area_um2 = 10.28
ys_types = 30
ff_type = dfrtp_1
syn_area_mm2 = 0.001707
synth-warning-count = 1
synth.top_cell.area_share = 0.4839
ys_seq_frac = 0.4839
ys_cells = 166
edf_count = 0
synth_flops = 33
syn_inst = 166
top_cells_by_area = dfrtp_1, xnor2_1, nand4_1, nand3_1, xor2_1
yosysMostFrequentCell = dfrtp_1
synth.top_cells.by_count = dfrtp_1, xnor2_1, nand3_1
synth_chip_area_mm2 = 0.001707

[place]
place_hpwl_mm = 2.262
port_buffers = 2
gp_congestion = 0.8566

[finish]
area_growth_pct = 16.35
fillers = 1068
layout-drive-gt1-share = 0.1486

[run]
max-cap-violations = 0
warnings = 26

[cts]
cts-resized-gates = 0
insertion_delay_ns = 0.29
cts_tree = yes
numCtsBuffers = 5
cts_setup_buffers = 0
clk_pin_slew_ns = 0.07
root_buffer = clkbuf_8
cts_buffer_depth = 2
postCtsHoldBufs = 0
htreeDepth = 2
clock_sink_count = 33

[grt]
met2_usage = 0.06905
grt.busiest_layer = met2
overflow = 0
grt_max_degree = 34
grt_pass1_wl_mm = 5.844
grt_pass1_vias = 1233
globalRouteMet3Util = 0.01323
grt_antenna_before_repair = 0
grt_use_total = 0.04674
use_met1 = 0.06795

[worst_setup_path]
crit_path_end = clk_div
cp_cell_sequence = or4_1, or3_4, nor4_4, buf_4, xor2_1
worstRegToRegCells = 5
crit_buf_inv = 1
crit_path_top_delay_cell = or4_1
reg2reg_from = count[7]
worstSetupStartpointType = register
critPathTopFamily = simple AND/OR/NAND/NOR gates
critical_path_class = reg -> reg
crit_path_start = count[7]
required_ns = 4.41
slowest_delay_ns = 0.52
end_kind = register
cp_max_fo = 15
r2r_setup_slack_ns = 2.14
critical_path_arrival_ns = 2.28
rr_endpoint = clk_div
crit_cells = 5

[power_and_ir_drop]
switching_power_uw = 122.2
p_clk_frac = 0.448
cellPowerDensity_mw_per_mm2 = 296.8
p_int_uw = 467.2
p_comb_frac = 0.013
finalPower_uw = 589.4
pwr-share-seq = 0.539
power.switching_fraction = 0.2073
p_leak_uw = 0.0007843
peakVddDrop_mv = 0.1124

[sta]
finalClockSkew_ns = 0.01091
period_minus_slack_ns = 2.062
final.setup.tns_ns = 0
fin_crit_sh = 0.4910
rsz0062_at_grt = false
tightest_slew_ns = 0.6226
hold_viol_final = 0
fmax_mhz = 484.9
slew_viol_final = 0
relSlewSlack = 0.5811
setup_viol = 0

[detailed_routing]
vias = 1263
viasPerCell = 4.101
firstDrtPassIters = 4
routedWlPerCell_um = 10.61
routed_wl_mm = 3.268
drc = 0
diodes = 0
ant_nets = 0
drt_iter0_drc = 73

[hold_path]
min_path_cells = 1
hp-class = reg -> reg
-- power by group through the flow --
stage     Clock, uW  Combinational, uW  Sequential (uW)
4_1_cts         273               8.25              318
5_1_grt         287               8.96              317
6_report        264               7.46              318
-- worst reg2reg max path, cell delays in order (launching register included) --
cell	delay, ns
dfrtp_1	0.46
or4_1	0.52
or3_4	0.36
nor4_4	0.20
buf_4	0.28
xor2_1	0.16
-- cell usage in the layout, fill, tap and decap left out, drive strengths merged --
| cell | Yosys | layout |
|---|---|---|
| o21ai | 4 | 4 |
| and4 | 1 | 1 |
| nor4b | 2 | 2 |
| nand4 | 13 | 13 |
| inv | 5 | 5 |
| nor3 | 7 | 7 |
| nand3 | 16 | 16 |
| or4 | 2 | 2 |
| nand2 | 7 | 7 |
| mux2i | 1 | 1 |
| o31ai | 2 | 2 |
| clkdlybuf4s50 | 0 | 2 |
| clkbuf | 1 | 7 |
| nor2b | 1 | 1 |
| nor2 | 13 | 13 |
| and3 | 6 | 6 |
| or2 | 1 | 1 |
| or3 | 7 | 7 |
| nor4 | 9 | 9 |
| xnor2 | 19 | 19 |
| dfrtp | 33 | 33 |
| a21oi | 5 | 5 |
| clkinv | 0 | 1 |
| xor2 | 6 | 6 |
| ha | 2 | 2 |
| buf | 3 | 3 |
-- layout make-up --
type / count / area (um2) / area share
Timing Repair Buffer: 5 / 42.54 / 0.02142
Multi-Input combinational cell: 124 / 830.8 / 0.4184
Clock inverter: 1 / 5.005 / 0.002520
Clock buffer: 7 / 96.34 / 0.04852
Tap cell: 133 / 166.4 / 0.08381
Inverter: 5 / 18.77 / 0.009452
Sequential cell: 33 / 825.8 / 0.4159
-- kinds of logic (layout without fill, tap and decap cells) --
kind of cell / count (synthesis) / after routing / share of synthesized area
flops: 33 / 33 / 0.4839
mux: 1 / 1 / 0.005865
buf+inv: 9 / 18 / 0.02932
fa+ha+maj: 2 / 2 / 0.01466
xor+xnor: 25 / 25 / 0.1283
compound gates: 11 / 11 / 0.03959
simple gates: 85 / 85 / 0.2984
-- sequential cells by signal, indices dropped and copies added, names as in the netlist --
signal   flops
clk_div      1
count       32
-- metrics by stage --
stage	cell area [um2]	util	instances	hold slack [ns]	worst slack (ns)
final	1986	0.2013	308	0.4704	2.138
after global routing	1986	0.2013	308	0.4955	2.004
after CTS	1986	0.2013	308	0.4740	2.118
after detailed placement	1884	0.1910	300	0.4590	2.136
after global placement	1884	0.1910	300	0.4624	2.159
after floorplan	1707	-	166	0.4204	2.171
-- worst min-delay path by stage --
stage | from | end
CTS | clk_div | clk_div
global route | clk_div | clk_div
finish | clk_div | clk_div
-- routing by layer --
metal,share of wire,vias up,wire length [um]
met5,0,-,0
met4,0.019,0,63
met3,0.041,4,135
met2,0.44,25,1432
met1,0.50,614,1637
li1,-,620,-
Power and IR drop assume default switching activity.
