`flow/design.v`:
```
module frequency_divider(clock,reset,clk_div);
input clock,reset;
output reg clk_div;
reg [31:0]count;
always@(posedge clock or negedge reset)
begin
	if(!reset)
	begin
		count <= 32'd0;
		clk_div <= 1'b0;
	end
	else
	begin
		if(count == 32'd2500)
		begin
			count <= 32'd0;
			clk_div=~clk_div;
		end
		else
		begin
			count <= count + 32'd1;
		end
	end
end
endmodule
```
`flow/run.sh`:
```
#!/bin/bash
# OpenROAD 26Q1-2900-gdf79404cd8, Yosys 0.63+post, stock flow scripts
make -C /OpenROAD-flow-scripts/flow DESIGN_CONFIG=/design/flow/config.mk WORK_HOME=/design/flow/orfs finish
```
`flow/config.mk`:
```
export PLATFORM = sky130hd
export DESIGN_NAME = frequency_divider
export DESIGN_NICKNAME = frequency_divider
export VERILOG_FILES = /design/flow/design.v
export SDC_FILE = /design/flow/constraint.sdc
export NUM_CORES = 4
export LEC_CHECK = 1
export CORE_UTILIZATION = 30
```
`flow/constraint.sdc`:
```
current_design frequency_divider

set clk_period 5.5
set clk_io_pct 0.2

create_clock -name clk0 -period $clk_period [get_ports {clock}]

set non_clock_inputs [all_inputs -no_clocks]
set_input_delay [expr $clk_period * $clk_io_pct] -clock clk0 $non_clock_inputs
set_output_delay [expr $clk_period * $clk_io_pct] -clock clk0 [all_outputs]
```
==> results_slide.txt <==
Run Summary

Outcome
  • Outcome: finished, final reports clean

STA
  • RSZ-0062 raised after global routing: no
  • Hold slack: 0.471 ns
  • Slew Limit Headroom: 0.722
  • Cycle use final: 0.402
  • Final Hold Vio Count: 0
  • Tightest Pin Transition: 0.418 ns
  • Final setup fails: 0
  • Final min period: 2.21 ns
  • Clk_skew: around 0.0035 ns
  • Setup TNS: 0 ns
  • Fmax: 0.452 GHz
  • Max Slew Vio Count: 0

Final layout
  • Fillcell total: ~550
  • FF/Latch Area: about 830 um^2
  • Area Growth Syn to Fin: 12.5%
  • Layout cells sized above 1: 0.123
  • Logic area: approximately 800 um^2

Global routing
  • Vias in the first global route: 1112
  • Pin count of the biggest net entering global routing: 34
  • First-pass GRT wire length: about 5.3 mm
  • Overall Global Routing Usage: 0.113
  • Initial antenna violation count: 0
  • Total gr overflow: 0

Die
  • Initial Util: 0.318
  • Top Ports: 3
  • Core area: roughly 5200 um^2
  • Standard-cell rows: 26
  • Die Area: 5820 um^2
  • Die height: 76.3 um
  • Die width: 76.3 um

Yosys
  • Syn avg cell area: ~11 um^2
  • Number of enable flip-flop cells: 0
  • # Cells Yosys: around 150
  • Post-synthesis sequential area ratio: 0.498
  • Ys async rst share: 1.00
  • Syn. warnings: 1
  • YS chip area: 1660 um^2
  • Ys flop type: dfrtp_1
  • Area of the mapped netlist: 1660 um^2
  • Cells after Synth: 154
  • Ys flops: 33
  • Post-synth top area share: 0.498
  • Post-synth top area cell: dfrtp_1
  • Netlist cell types: 29
  • Post-synth area hogs: dfrtp_1 50%, xnor2_1 9.5%, xor2_1 6.3%

Worst setup path
  • CP max-delay cell: clkdlybuf4s50_1
  • CP bufs+invs: 1
  • CP Cell Sequence: clkdlybuf4s50_1
  • CP max FO: 2
  • Worst path max stage delay: 0.47 ns
  • Crit path DAT: 1.11 ns
  • Delay-heaviest family, CP: buffers and inverters
  • Startpoint Class: flop
  • CP Capture Type: output pin
  • WS Path Type: reg2out
  • Required time at the worst-slack endpoint: 4.40 ns

Clock tree
  • Post-cts hold buffer count: 0
  • CTS tree: done
  • Clk latency late pin: roughly 0.28 ns
  • Resize count post-CTS: 0
  • Max clock buf depth: 2
  • Clk sinks: 33
  • Post-CTS Setup Bufs: 0
  • Root Driver: clkbuf_8
  • Clock transition at path regs: ~0.070 ns
  • CTS H-tree depth: 2
  • TritonCTS buffer count: 5

Drt
  • Post-route DRC: 0
  • WL/cell: 12.4 um
  • Antenna Nets Post-Route: 0
  • DR iter-0 viols: 43
  • First-pass DRT Iterations: 4
  • Diode count: 0
  • DR vias/cell: 4.72
  • WL final: approximately 2.9 mm
  • Detailed-route via count: 1099

Pwr
  • Power density cells: 240 nW/um^2
  • Leakage power: 0.000804 uW
  • Peak supply drop: 0.000145 V

Placement
  • DP HPWL: 1.98 mm
  • Routability cong.: 0.826
  • Port bufs: 2

Flow run
  • Max-capacitance violation count: 0
  • Tool warnings: 26

Hold path
  • HP Class: reg2reg
synth_stat cells (5+ instances only):
library cell,n
dfrtp_1,33
xnor2_1,18
nand2_1,13
xor2_1,12
nor4_1,11
nand3_1,10
nor2_1,8
nand4_1,7
inv_1,6
nor3_1,5
registers in the layout, indices dropped and copies added, names as in the netlist:
name / count
clk_div: 1
count: 32
per-stage QoR:
step | instance area, um^2 | std cells | utilization | total power [uW] | worst slack, ns
floorplan | 1660 | 154 | - | 247 | 3.91
global placement | 1760 | 225 | 0.339 | 254 | 3.60
detailed placement | 1760 | 225 | 0.339 | 253 | 3.60
CTS | 1860 | 233 | 0.358 | 456 | 3.27
global route | 1860 | 233 | 0.358 | 469 | 3.24
finish | 1860 | 233 | 0.358 | 448 | 3.29
placed cells by master, fill, tap and decap left out:
| cell type | instances |
|---|---|
| and2_1 | 2 |
| and2_2 | 3 |
| and3_1 | 3 |
| and3_4 | 1 |
| and4_1 | 3 |
| and4_4 | 3 |
| buf_4 | 1 |
| clkbuf_8 | 7 |
| clkdlybuf4s50_1 | 2 |
| clkinv_2 | 1 |
| dfrtp_1 | 33 |
| ha_1 | 2 |
| inv_1 | 6 |
| mux2i_1 | 1 |
| nand2_1 | 13 |
| nand3_1 | 10 |
| nand3_2 | 1 |
| nand4_1 | 7 |
| nand4_4 | 1 |
| nor2_1 | 8 |
| nor2_2 | 1 |
| nor2b_1 | 1 |
| nor3_1 | 5 |
| nor4_1 | 11 |
| nor4b_1 | 2 |
| nor4b_2 | 1 |
| nor4bb_1 | 2 |
| o21ai_0 | 1 |
| or3b_1 | 1 |
| xnor2_1 | 18 |
| xor2_1 | 12 |
logic make-up (layout without fill, tap and decap cells):
group                      after synthesis  count (layout)  share of synthesized area
AOI/OAI and AO/OA                        1               1                    0.00302
xor gates and xnor gates                30              30                      0.159
adders and majority gates                2               2                     0.0151
buffers and inverters                    8              17                     0.0189
DFF                                     33              33                      0.498
muxes                                    1               1                    0.00604
and+or+nand+nor                         79              79                      0.300
worst paths after layout:
check / startpoint / to / slack, ns / depth (start not counted)
hold reg to reg: count[31] / count[31] / 0.47 / 1
hold / removal: count[31] / count[31] / 0.47 / 1
setup reg to reg: count[0] / count[24] / 3.77 / 5
max in group asynchronous: reset / count[5] / 3.98 / 2
setup / recovery: clk_div / clk_div / 3.29 / 1
min in group asynchronous: reset / count[20] / 1.23 / 2
layer usage:
metal,vias to the layer above,part of all wire,routed length (um),GRT usage
met5,-,0,0,0
met4,0,0.013,36,0.0192
met3,5,0.027,77,0.0195
met2,9,0.40,1160,0.156
met1,523,0.56,1600,0.193
li1,562,-,-,-
report_power, final:
part / total, uW / internal [uW] / switching (uW)
clock network: 200 / 113 / 86.8
logic: 5.69 / 1.09 / 4.60
registers: 243 / 243 / 0
layout make-up:
type,instances,share of cell area
multi-input combinational,113,0.429
sequential,33,0.443
tap,70,0.0470
timing repair buffer,3,0.0148
clock inverter,1,0.00268
inverter,6,0.0121
clock buffer,7,0.0517
Power figures rest on the tool's default switching activity, not on a simulated workload.
